==> design.v <==
module fft8 #(
    parameter integer WIDTH = 16   
)(
    input  logic                   clk,
    input  logic                   rst,
    input  logic                   in_valid,
    input  logic signed [WIDTH-1:0] in_re [0:7],  
    input  logic signed [WIDTH-1:0] in_im [0:7],  
    output logic                   out_valid,
    output logic signed [WIDTH-1:0] out_re [0:7], 
    output logic signed [WIDTH-1:0] out_im [0:7]  
);
    localparam signed [WIDTH-1:0] W1_re = 16'sd23170;  
    localparam signed [WIDTH-1:0] W1_im = -16'sd23170;
    localparam signed [WIDTH-1:0] W2_re = 16'sd0;
    localparam signed [WIDTH-1:0] W2_im = -16'sd32768;  
    localparam signed [WIDTH-1:0] W3_re = -16'sd23170;
    localparam signed [WIDTH-1:0] W3_im = -16'sd23170;
    logic signed [WIDTH-1:0] stage0_re [0:7], stage0_im [0:7];  
    logic signed [WIDTH-1:0] stage1_re [0:7], stage1_im [0:7];  
    logic signed [WIDTH-1:0] stage2_re [0:7], stage2_im [0:7];  
    logic signed [31:0] mul_re, mul_im;
    logic signed [WIDTH-1:0] t2_re, t2_im;
    typedef enum logic [1:0] {IDLE, STAGE1, STAGE2, STAGE3} state_t;
    state_t state;
    always_ff @(posedge clk or posedge rst) begin
        if (rst) begin
            state <= IDLE;
            out_valid <= 1'b0;
        end else begin
            case (state)
                IDLE: begin
                    out_valid <= 1'b0;
                    if (in_valid) begin
                        for (int i = 0; i < 8; i++) begin
                            stage0_re[i] <= in_re[i];
                            stage0_im[i] <= in_im[i];
                        end
                        state <= STAGE1;
                    end
                end
                STAGE1: begin
                    stage1_re[0] <= stage0_re[0] + stage0_re[4];
                    stage1_im[0] <= stage0_im[0] + stage0_im[4];
                    stage1_re[4] <= stage0_re[0] - stage0_re[4];
                    stage1_im[4] <= stage0_im[0] - stage0_im[4];
                    stage1_re[1] <= stage0_re[1] + stage0_re[5];
                    stage1_im[1] <= stage0_im[1] + stage0_im[5];
                    stage1_re[5] <= stage0_re[1] - stage0_re[5];
                    stage1_im[5] <= stage0_im[1] - stage0_im[5];
                    stage1_re[2] <= stage0_re[2] + stage0_re[6];
                    stage1_im[2] <= stage0_im[2] + stage0_im[6];
                    stage1_re[6] <= stage0_re[2] - stage0_re[6];
                    stage1_im[6] <= stage0_im[2] - stage0_im[6];
                    stage1_re[3] <= stage0_re[3] + stage0_re[7];
                    stage1_im[3] <= stage0_im[3] + stage0_im[7];
                    stage1_re[7] <= stage0_re[3] - stage0_re[7];
                    stage1_im[7] <= stage0_im[3] - stage0_im[7];
                    state <= STAGE2;
                end
                STAGE2: begin
                    stage2_re[0] <= stage1_re[0] + stage1_re[2];
                    stage2_im[0] <= stage1_im[0] + stage1_im[2];
                    stage2_re[2] <= stage1_re[0] - stage1_re[2];
                    stage2_im[2] <= stage1_im[0] - stage1_im[2];
                    stage2_re[1] <= stage1_re[1] + stage1_im[3];
                    stage2_im[1] <= stage1_im[1] - stage1_re[3];
                    stage2_re[3] <= stage1_re[1] - stage1_im[3];
                    stage2_im[3] <= stage1_im[1] + stage1_re[3];
                    stage2_re[4] <= stage1_re[4] + stage1_re[6];
                    stage2_im[4] <= stage1_im[4] + stage1_im[6];
                    stage2_re[6] <= stage1_re[4] - stage1_re[6];
                    stage2_im[6] <= stage1_im[4] - stage1_im[6];
                    stage2_re[5] <= stage1_re[5] + stage1_im[7];
                    stage2_im[5] <= stage1_im[5] - stage1_re[7];
                    stage2_re[7] <= stage1_re[5] - stage1_im[7];
                    stage2_im[7] <= stage1_im[5] + stage1_re[7];
                    state <= STAGE3;
                end
                STAGE3: begin
                    out_re[0] <= stage2_re[0] + stage2_re[4];
                    out_im[0] <= stage2_im[0] + stage2_im[4];
                    out_re[4] <= stage2_re[0] - stage2_re[4];
                    out_im[4] <= stage2_im[0] - stage2_im[4];
                    mul_re = stage2_re[5]*W1_re - stage2_im[5]*W1_im;
                    mul_im = stage2_re[5]*W1_im + stage2_im[5]*W1_re;
                    mul_re = mul_re >>> (WIDTH-1);
                    mul_im = mul_im >>> (WIDTH-1);
                    out_re[1] <= stage2_re[1] + mul_re[WIDTH-1:0];
                    out_im[1] <= stage2_im[1] + mul_im[WIDTH-1:0];
                    out_re[5] <= stage2_re[1] - mul_re[WIDTH-1:0];
                    out_im[5] <= stage2_im[1] - mul_im[WIDTH-1:0];
                    mul_re = stage2_re[6]*W2_re - stage2_im[6]*W2_im;
                    mul_im = stage2_re[6]*W2_im + stage2_im[6]*W2_re;
                    mul_re = mul_re >>> (WIDTH-1);
                    mul_im = mul_im >>> (WIDTH-1);
                    out_re[2] <= stage2_re[2] + mul_re[WIDTH-1:0];
                    out_im[2] <= stage2_im[2] + mul_im[WIDTH-1:0];
                    out_re[6] <= stage2_re[2] - mul_re[WIDTH-1:0];
                    out_im[6] <= stage2_im[2] - mul_im[WIDTH-1:0];
                    mul_re = stage2_re[7]*W3_re - stage2_im[7]*W3_im;
                    mul_im = stage2_re[7]*W3_im + stage2_im[7]*W3_re;
                    mul_re = mul_re >>> (WIDTH-1);
                    mul_im = mul_im >>> (WIDTH-1);
                    out_re[3] <= stage2_re[3] + mul_re[WIDTH-1:0];
                    out_im[3] <= stage2_im[3] + mul_im[WIDTH-1:0];
                    out_re[7] <= stage2_re[3] - mul_re[WIDTH-1:0];
                    out_im[7] <= stage2_im[3] - mul_im[WIDTH-1:0];
                    out_valid <= 1'b1;
                    state <= IDLE;
                end
            endcase
        end
    end
endmodule
==> run.sh <==
#!/bin/bash
# OpenROAD 26Q1-2900-gdf79404cd8, Yosys 0.63+post, stock flow scripts
make -C /OpenROAD-flow-scripts/flow DESIGN_CONFIG=/design/flow/config.mk WORK_HOME=/design/flow/orfs finish
==> config.mk <==
export PLATFORM = sky130hd
export DESIGN_NAME = fft8
export DESIGN_NICKNAME = fft8
export VERILOG_FILES = /design/flow/design.v
export SDC_FILE = /design/flow/constraint.sdc
export NUM_CORES = 4
export LEC_CHECK = 1
export CORE_UTILIZATION = 50
export SYNTH_HDL_FRONTEND = slang
==> constraint.sdc <==
current_design fft8

set clk_period 15.0
set clk_io_pct 0.2

create_clock -name clk0 -period $clk_period [get_ports {clk}]

set non_clock_inputs [all_inputs -no_clocks]
set_input_delay [expr $clk_period * $clk_io_pct] -clock clk0 $non_clock_inputs
set_output_delay [expr $clk_period * $clk_io_pct] -clock clk0 [all_outputs]
==> ci_impl_report.md <==
### Yosys + OpenROAD results

| Metric | Value |
|---|---|
| Status | `finished clean` |
| Avg WL per Cell | `18.54 um` |
| Sum Neg Setup Slack | `0 ns` |
| Post-synth ARST share | `0.005010` |
| Hold Fails Final Rpt | `0` |
| Yosys chip area | `94060 sq um` |
| Cycle use final | `0.6631` |
| Post-CTS Resized | `0` |
| Post-DP Area | `102300 sq um` |
| Commonest cells in the netlist | `inv_1, ha_1, edfxtp_1, xnor2_1, fa_1` |
| Core Box Area | `186200 sq um` |
| Netlist Area Pre-Place | `94060 sq um` |
| Synth area leader | `edfxtp_1` |
| Chip area | `189900 sq um` |
| Gr usage total | `0.2604` |
| XOR Share, Synth | `0.08053` |
| H-tree depth | `3` |
| Die x size | `435.7 um` |
| EDFF count, synth | `993` |
| GRT overflow | `0` |
| Final worst path period need | `9.946 ns` |
| # Max-Cap Violations | `0` |
| Relative slew slack | `0.2867` |
| Hold slack | `0.3781 ns` |
| Die y size | `435.7 um` |
| Synth unique cells | `88` |
| Vias in the first global route | `64379` |
| Fa+ha+maj area frac | `0.3285` |
| Layout area overhead | `12.91%` |
| DR vias/cell | `5.159` |
| Antenna violations before repair | `3` |
| Pre-Repair DR Iteration Count | `5` |
| Vias | `63332` |
| Clock root cell | `clkbuf_16` |
| Slew @ Worst Pin | `1.056 ns` |
| Dominant comb cell | `adder cells` |
| DP HPWL | `190.7 mm` |
| Fin area | `106200 sq um` |
| RSZ-0062 raised after global routing | `false` |
| Total wire length | `227.5 mm` |
| WP data required | `15.51 ns` |
| Pin count of the biggest net entering global routing | `99` |
| # port buffers | `511` |
| Max Clk Rate | `100.5 MHz` |
| Data arrival, critical path | `10.45 ns` |
| CP max stage cell | `fa_1` |
| YS warnings | `0` |
| Number of buffers created by CTS | `112` |
| Routability Congestion | `0.9586` |
| FP Rows | `158` |
| Clk ins delay skew pair | `0.79 ns` |
| Clk slew on worst S/H paths | `0.06 ns` |
| Post-Layout Cell Count | `12275` |
| First-pass GRT wire length | `356.5 mm` |
| Pre-Place Util | `0.5051` |
| Max-area cell share | `0.3170` |
| Fill count | `15680` |
| Most frequent cell after synthesis | `inv_1` |
| And+or+nand+nor area frac | `0.08247` |
| Pins over their slew limit | `0` |
| Max clock buf depth | `3` |
| Flops after synth | `998` |
| Antenna Nets Post-Route | `0` |
| Fraction of layout cells with a size suffix above 1 | `0.03023` |
| DRC violations left | `0` |
| Clk_skew | `0.07786 ns` |
| Hold WC Path Type | `reg -> reg` |
| CTS hold repair buffers | `0` |
| Register share after synthesis | `0.3184` |
| Synth area leaders | `edfxtp_1, ha_1, fa_1` |
| Critical Path Fanout Max | `6` |
| Critical Path Max Stage Delay | `0.53 ns` |
| Dpl cells | `12063` |
| Count of tool warnings | `503` |
| Main flop type after synthesis | `edfxtp_1` |
| Post-CTS Repair Setup Buffers | `0` |
| Cells after Synth | `9122` |
| DRT iter0 DRCs | `3026` |
| Complex Gates by Area | `0.1087` |
| TritonCTS clock tree | `done` |
| I/O Pins | `516` |
| Mux cell area share | `0.003126` |
| Critical Path End Type | `flop` |
| Syn_area_per_cell | `10.31 sq um` |
| Sink Count | `998` |
| Most used cell, CP | `inv_1` |
| WS Path Type | `reg -> reg` |
| Nature of the critical path startpoint | `flop` |
| Final setup violation count | `0` |
| Yosys Instances | `9122` |
sequential cells by signal, indices dropped and copies added, names as in the netlist:
signal / cells
stage0_im: 128
out_re: 122
stage1_re: 124
stage2_re: 122
out_valid: 1
stage2_im: 122
out_im: 123
state: 4
stage0_re: 128
stage1_im: 124
critical path, delay by kind of cell, from the launching register on:
kind                       cells  cell delay, ns
and+or+nand+nor                7            1.41
xor gates and xnor gates       3            0.54
DFF                            1            0.48
buffers and inverters          6            0.62
AOI/OAI and AO/OA             14            3.02
adders and majority gates      9            3.63
layout make-up:
type                       count  area, sq um  share of cell area
multi-input combinational   6182        56810              0.5349
sequential                   998        29950              0.2820
inverter                    1846         6929             0.06524
timing repair buffer         557         5485             0.05165
tap                         2480         3103             0.02922
clock buffer                 125         2894             0.02725
clock inverter                84         1032            0.009719
antenna                        3        7.507          0.00007069
worst paths after layout:
path	depth (start not counted)	slack, ns	endpoint	from
max in group asynchronous	2	12.02	state[0]	rst
hold reg to reg	0	0.38	state[3]	state[1]
setup reg to reg	39	5.05	out_re[78]	stage2_re[3][22]
hold / removal	0	0.38	state[3]	state[1]
min in group asynchronous	2	2.74	state[2]	rst
setup / recovery	39	5.05	out_re[78]	stage2_re[3][22]
cells by family after synthesis:
kind of cell	Yosys count
AND-OR/OR-AND	1631
XOR/XNOR	859
adder cells (fa/ha/maj)	2119
buffers and inverters	1947
flip-flops	998
multiplexers	29
other	1
AND/OR/NAND/NOR	1538
per-layer routing:
metal	vias up	part of all wire	wire, um	GRT usage
met4	2	0.032	7178	0.06065
li1	31837	-	-	-
met3	239	0.055	12450	0.05724
met2	1144	0.51	116500	0.4408
met1	30110	0.40	91410	0.3573
met5	-	0.000057	13	0
cells in the final DEF, fill, tap and decap left out, types with 54 or more instances in the layout:
cell	Yosys	layout
a21o_1	126	126
a21oi_1	542	542
a31oi_1	54	54
and3_1	111	111
clkbuf_16	0	114
clkdlybuf4s50_1	0	511
edfxtp_1	993	993
fa_1	584	584
ha_1	1535	1535
inv_1	1845	1845
nand2_1	194	194
nand2b_1	100	100
nand3_1	97	97
nor2_1	489	489
nor2b_1	137	134
nor3_1	142	141
nor4_1	58	58
o21ai_0	382	382
o21bai_1	153	153
xnor2_1	690	690
xor2_1	165	165
through the flow:
step / setup WS [ns] / utilization
after CTS: 5.043 / 0.5703
after global placement: 5.116 / 0.5492
after global routing: 4.349 / 0.5703
after detailed placement: 5.046 / 0.5492
final: 5.054 / 0.5703
after floorplan: 0.1383 / -
